**flow/design.v**
```verilog
`timescale 1ns / 1ps
module M_SpiSender(
    input clk,
	 input rst,
    input start,
	 input continued,
	 input [1:0] clkDiv,
    input [7:0] txData,
    output reg [7:0] rxData,
    output reg ready,  
	 output reg returnedValue,  
    output SCK,
    output reg CE,
    output reg MOSI,
    input MISO,
	 input CPOL,
    input CPHA
    );
localparam
	SPI_CMD_READ  = 8'b0000_0011,  
	SPI_CMD_WRITE = 8'b0000_0010;  
	reg returnValue = 0;  
	reg [1:0] longSequenceStep = 0; 	 
	reg enableClk;
	reg resetClk;
	reg [5:0] clock_counter;
   always @(posedge clk)
	begin
		if (resetClk)
			clock_counter <= 0;
		else if (enableClk)
			clock_counter <= clock_counter + 1;
	end
	reg divd_clk;
   always @(posedge clk)
      case (clkDiv[1:0])
         2'b00: divd_clk <= clock_counter[2];
         2'b01: divd_clk <= clock_counter[3];
         2'b10: divd_clk <= clock_counter[4];
         2'b11: divd_clk <= clock_counter[5];
      endcase
	assign SCK = CPOL ? ~divd_clk : divd_clk;
	reg divd_clk_prev;
	always @(posedge clk) divd_clk_prev=divd_clk;
	reg [7:0] txReg;
	reg [7:0] rxReg;
	reg [3:0] bitCount;
	reg [2:0] waitReg;
	localparam
		s_idle 		= 8'b00000001,
		s_wait1		= 8'b00000010,
		s_working 	= 8'b00000100,
		s_wait2 	= 8'b00001000,
		s_finished 	= 8'b00010000,
		s_def 		= 8'b00100000,
		s_2 		= 8'b01000000,
		s_3 		= 8'b10000000;
	reg [7:0] state = s_def;
   always @(negedge clk) begin
		if (rst) begin
			CE 				<= 1;
			state 			<= s_def;
			returnedValue 	<= 0;
			returnValue 	<= 0;
			longSequenceStep<= 2'b0;
			bitCount 		<= 0;
			rxReg 			<= 8'hFF;  
			txReg 			<= 8'hFF;
			MOSI 			<= 1; 
			waitReg 		<= 0;
			enableClk 		<= 0;
			resetClk 		<= 0;
		end
		else if(divd_clk_prev != divd_clk)	begin
			if( (CPHA == 0 && divd_clk == 1) || (CPHA == 1 && divd_clk == 0) ) begin
				rxReg <= {rxReg[6:0], MISO};  
				bitCount <= bitCount + 1;
			end
			else if (	(CPHA == 0 && divd_clk == 0) ||	(CPHA == 1 && divd_clk == 1) ) begin
				if (CPHA == 1'b0 && bitCount == 4'h0) begin 
					txReg <= {txData[6:0], 1'b1}; 
					MOSI <= txData[7]; 
				end
				else if (bitCount != 8)	begin  
					txReg <= {txReg[6:0], 1'b1}; 
					MOSI <= txReg[7]; 
				end
			end
		end
		else
			case (state)
            s_idle : begin
               if (start == 1'b1)
					begin
						enableClk <= 1'b1;
						resetClk <= 0;
						if (CPHA == 1'b0) begin
							txReg <= {txData[6:0], 1'b1}; 
							MOSI <= txData[7]; 
						end
						if (txData == SPI_CMD_READ)
						begin
							returnValue <= 1;
							longSequenceStep <= 2'b00;
						end
						else if (returnValue == 1)
							longSequenceStep <= longSequenceStep + 1;
						ready <= 0;
						returnedValue <= 0;
						if (CE == 1)
						begin
							CE <= 0;
							waitReg <= 0;
							state <= s_wait1;
						end
						else
							state <= s_working;
					end
					else
						ready <= 1;
            end
				s_wait1 : begin
					if (waitReg == 3)
						state <= s_working;
					else
						waitReg <= waitReg + 1;
            end
				s_working : begin
               if (bitCount == 4'h8)
					begin
						rxData <= rxReg;
						if (continued == 0)
						begin
							waitReg <= 0;
							state <= s_wait2;
						end
						else
							state <= s_finished;
					end
            end
				s_wait2 : begin
					if (waitReg == 5)
					begin
						state <= s_finished;
						CE <= 1;
					end
					else
						waitReg <= waitReg + 1;
				end
            s_finished : begin
					enableClk <= 0;
					resetClk <= 1;
					bitCount <= 4'b0;				
					ready <= 1;
					state <= s_idle;
					if (returnValue == 1 && longSequenceStep == 2'b11) begin
						returnedValue <= 1;
						returnValue <= 0;
					end
            end
            s_def : begin
               resetClk <= 1;
					enableClk <= 0;
					bitCount <= 4'b0;	
					ready <= 1;
					state <= s_idle;
            end
            default: begin   
               state <= s_def;
				end
			endcase
		end
endmodule
```
**flow/run.sh**
```bash
#!/bin/bash
# OpenROAD 26Q1-2900-gdf79404cd8, Yosys 0.63+post, stock flow scripts
make -C /OpenROAD-flow-scripts/flow DESIGN_CONFIG=/design/flow/config.mk WORK_HOME=/design/flow/orfs finish
```
**flow/config.mk**
```make
export PLATFORM = sky130hd
export DESIGN_NAME = M_SpiSender
export DESIGN_NICKNAME = M_SpiSender
export VERILOG_FILES = /design/flow/design.v
export SDC_FILE = /design/flow/constraint.sdc
export NUM_CORES = 4
export LEC_CHECK = 1
export CORE_UTILIZATION = 50
```
**flow/constraint.sdc**
```tcl
current_design M_SpiSender

set clk_period 4.0
set clk_io_pct 0.2

create_clock -name clk0 -period $clk_period [get_ports {clk}]

set non_clock_inputs [all_inputs -no_clocks]
set_input_delay [expr $clk_period * $clk_io_pct] -clock clk0 $non_clock_inputs
set_output_delay [expr $clk_period * $clk_io_pct] -clock clk0 [all_outputs]
```
==> out/qor.txt <==
PwrDens -> 441.4 nW/µm²
H-tree depth -> 2
Post-DR wirelength/cell -> 11.80 µm
Initial antenna violation count -> 0
VDD IR max -> 0.3148 mV
Gpl congestion -> 0.8756
Port-buffer cells -> 29
# clock sinks -> 53
Pre-CTS worst setup slack -> -535.6 ps
Top cells, area -> dfxtp_1 33%, edfxtp_1 10%, nor2_1 4.1%
Yosys reg bits -> 53
Worst EP arrival -> 3150 ps
Final Hold Vio Count -> 0
Ys flop type -> dfxtp_1
Most frequent logic cells in the routed design -> 53 x inv_1, 42 x dfxtp_1, 26 x nor2_1, 23 x clkdlybuf4s50_1, 20 x nor3_1
Yosys stat chip area -> 2660 µm²
Pre-antenna DRT Iters -> 4
Sequential fraction of the synthesis area -> 43.27%
Number of global-route vias before repair -> 2009
Crit-path cells -> clkdlybuf4s50_1
CP top delay family -> buffers and inverters
Worst Path Buf+Inv -> 1
Setup-failing EPs final -> 0
Placement Cell Area -> 3147 µm²
Crit Path Max Fanout -> 1
Iteration-0 DRC Markers -> 75
Design area -> 3506 µm²
Vias per inst -> 5.101
Syn_area_per_cell -> 10.04 µm²
Root buf cell -> clkbuf_8
Yosys top cell by area -> dfxtp_1
Max-cap viol count -> 0
Critical Path End Type -> output pin
Worst hold slack -> 437.2 ps
Crit path required time -> 3200 ps
Status -> finished, final reports clean
Log Warnings -> 73
Synth unique cells -> 62
Antenna Nets Post-Route -> 0
Setup Crit Path Kind -> flop to output pin
Max_slew headroom -> 49.72%
Area growth from synthesis to layout -> 31.80%
Layout cell share with drive strength beyond 1 -> 19.44%
Slowest cell on the critical path -> clkdlybuf4s50_1
Dominant logic cell type in the layout -> inv_1
RSZ-0062 raised after global routing -> no
Largest net degree at the start of global routing -> 24
Die width -> 74.94 µm
Total GRT Usage -> 19.72%
ANT cells -> 0
HP Class -> flop to flop
Power Total -> 0.001547 W
CTS tree -> done
Yosys Instances -> 265
Post-synthesis cell count -> 265
Hold-fix buffers at CTS -> 0
Post-synth top area share -> 33.11%
Asr flop ratio synth -> 0%
Number of flops mapped to enable cells by yosys -> 9
Worst path max stage delay -> 460 ps
Yosys warns -> 1
Final Skew -> 62.49 ps
Core ar. -> 5107 µm²
Drt drc -> 0
Gr ovfl total -> 0
Init Core Util -> 52.08%
First-pass GRT wire length -> 8349 µm
Final WS setup -> 47.59 ps
CTS Buf Count -> 5
Die H -> 74.94 µm
Clock slew at reported path FFs -> 40 ps
Leak -> 1.489 nW
Synthesized cell area -> 2660 µm²
Latency at later pin -> 380 ps
DP HPWL -> 3485 µm
Final setup TNS -> 0 ps
Setup crit start kind -> flop
CTS Buffer Depth -> 2
I/O Pins -> 30
Die area -> 5616 µm²
Via count -> 2168
Final Max Tran Viols -> 0
Row cnt -> 26
Routed WL -> 5017 µm
Worst-Margin Slew -> 747.3 ps
-- final cells by class --
| type | count | area (µm²) |
|---|---|---|
| inverters | 8 | 30.03 |
| fillers | 412 | 1602 |
| clock inverters | 48 | 202.7 |
| well taps | 70 | 87.58 |
| repair buffers | 51 | 495.5 |
| clock buffers | 5 | 68.82 |
| flip-flops and latches | 53 | 1154 |
| multi-input cells | 190 | 1468 |
-- report_power, final --
part / internal, W / switching [W]
combinational: 0.000209 / 0.000182
clock: 0.000192 / 0.000312
sequential: 0.000591 / 0.0000609
total: 0.000992 / 0.000556
-- per-layer routing --
layer | GRT usage, % | part of all wire [%]
met1 | 28.36 | 52
met5 | 0 | 0
met2 | 29.83 | 43
met3 | 6.377 | 3.8
met4 | 5.031 | 0.66
-- cell usage after synthesis (all sizes together) (3+ instances only) --
master,instances
nor2,30
edfxtp,9
mux2i,3
xor2,6
nand3,3
ha,7
nand3b,3
nor2b,11
nand2b,9
mux2,11
xnor2,4
a211o,9
dfxtp,44
clkbuf,8
nand2,7
nor4,6
nand4,4
nor3,21
buf,5
a21oi,19
inv,9
-- through the flow --
stage	utilization (%)	cells
global route	68.64	425
floorplan	-	265
CTS	67.15	424
global placement	61.61	372
detailed placement	61.61	372
finish	68.64	425
-- worst register-to-register path: stages (launching register included) --
cell and delay (ps):
dfxtp_1 400, xnor2_2 370, o31ai_4 180, a2111oi_2 240
buf_4 210, nor2b_1 50, a211o_1 250
-- state kept, by name (all words and copies together) (netlist names), 2 cells and up --
| name | flops |
|---|---|
| bitCount | 4 |
| clock_counter | 6 |
| longSequenceStep | 2 |
| rxData | 8 |
| rxReg | 8 |
| state | 6 |
| txReg | 7 |
| waitReg | 3 |
-- cell families after synthesis --
| group | count (synthesis) | share of synthesized area, % |
|---|---|---|
| adders and majority gates | 7 | 3.292 |
| xor gates and xnor gates | 10 | 3.575 |
| and+or+nand+nor | 111 | 23.94 |
| AOI/OAI and AO/OA | 47 | 14.72 |
| DFF | 53 | 43.27 |
| muxes | 15 | 7.056 |
| buffers and inverters | 22 | 4.139 |
-- timing repair --
item	in CTS	in global routing
gates resized	4	18
pin swaps	0	3
setup buffers	0	1
endpoints found under the setup margin	13	14
-- worst paths after layout --
check                 from         to  slack, ps  cells after the start
max              rxData[0]  rxData[0]         50                      1
min               rxReg[7]  rxData[7]        440                      0
max reg2reg  divd_clk_prev   state[5]        220                      6
min reg2reg       rxReg[7]  rxData[7]        440                      0
Power and IR drop assume default switching activity.
