`flow/design.v`:
```
`timescale 1ns / 1ps
module AXI_Lite_Reader(
	input ACLK,
	input ARESETn,
	output reg ARVALID,
	input ARREADY,
	output reg [31:0] ARADDR,
	input RVALID,
	output reg RREADY,
	input [31:0] RDATA,
	input R_Start,
	input [31:0] Read_from,
	output reg [31:0] R_Data,
	output reg Reader_Run
	);
	reg [1:0] state;
	reg started;
	always @ (posedge ACLK) begin
		if(ARESETn == 0) begin  
			ARVALID		<= 0;
			ARADDR		<= 0;
			RREADY		<= 0;
			R_Data		<= 0;
			Reader_Run	<= 0;
			started		<= 0;
			state			<= 2'b00;
			end
		else if(R_Start) begin
			started		<= 1;
			Reader_Run	<= 1;
			state			<= 2'b00;
			end
		if(started == 1) begin
			if(state == 2'b00) begin  
				ARADDR			<= Read_from;
				ARVALID			<= 1;
				RREADY			<= 0;
				state				<= 2'b01;
				end
			else if(state == 2'b01) begin
				if(ARREADY == 1) begin  
					ARVALID		<= 0;
					state 		<= 2'b10;
					end
				end
			else if(state == 2'b10) begin
				if(RVALID == 1) begin  
					RREADY		<= 1;
					state 		<= 2'b11;
					R_Data		<= RDATA;
					end
				end
			else if(state == 2'b11) begin
				if(RVALID == 1) begin  
					RREADY		<= 0;
					state 		<= 2'b00;
					Reader_Run	<= 0;
					started		<= 0;
					end
				end
			end  
		end  
endmodule
```
`flow/run.sh`:
```
#!/bin/bash
# OpenROAD 26Q1-2900-gdf79404cd8, Yosys 0.63+post, stock flow scripts
make -C /OpenROAD-flow-scripts/flow DESIGN_CONFIG=/design/flow/config.mk WORK_HOME=/design/flow/orfs finish
```
`flow/config.mk`:
```
export PLATFORM = sky130hd
export DESIGN_NAME = AXI_Lite_Reader
export DESIGN_NICKNAME = AXI_Lite_Reader
export VERILOG_FILES = /design/flow/design.v
export SDC_FILE = /design/flow/constraint.sdc
export NUM_CORES = 4
export LEC_CHECK = 1
export CORE_UTILIZATION = 50
```
`flow/constraint.sdc`:
```
current_design AXI_Lite_Reader

set clk_period 5.9
set clk_io_pct 0.2

create_clock -name clk0 -period $clk_period [get_ports {ACLK}]

set non_clock_inputs [all_inputs -no_clocks]
set_input_delay [expr $clk_period * $clk_io_pct] -clock clk0 $non_clock_inputs
set_output_delay [expr $clk_period * $clk_io_pct] -clock clk0 [all_outputs]
```
==> qor.yml <==
final_layout:
  area_growth_syn_to_layout_pct: 54.8
  final_common_cell: "clkdlybuf4s50_1"
  drive_above_1_share_pct: 4.99
  final_util_pct: 81.2
  final_cell_area_um2: 4200
  most-common-layout-cells: "clkdlybuf4s50_1 (134), nand2_1 (98), dfxtp_1 (72)"
  fin_cells: 511
  fill_cells: 322
floorplanning:
  chipHeight_um: 75.7
  rows: 26
  fp_util_pct: 52.4
  num_io_pins: 136
  core_region_area_um2: 5170
  die_x_um: 75.7
  fp.dieArea_um2: 5720
synth:
  synth.avg_cell_area_um2: 8.78
  ys_seq_share_pct: 53.1
  yosys_warnings: 1
  ys_cells: 309
  yosys_area_um2: 2710
  ys_ff: 72
  synth_cells: 309
  synthDistinctLibCells: 24
  synth_area_um2: 2710
run:
  warning_count: 26
  drv_cap: 0
final_timing:
  rsz0062_at_grt: "false"
  slew_headroom_pct: 54.1
  slew_violations: 0
  setup_viol: 0
  fin_ws_ps: 3300
  fmax_mhz: 384
  worstMarginPinSlew_ps: 688
  timing.hold.ws_ps: 453
  tns_ps: 0
  layout_min_cycle_time_ps: 2600
  hold_viol: 0
  clock_skew_ps: 5.35
  finalCritPeriodShare_pct: 44.1
routing:
  drc_errors: 0
  drt_wl_total_um: 5910
  detail-route-antenna-nets: 0
  viasPerCell: 4.59
  firstDrtPassIters: 4
  vias: 2347
  diodes: 0
  drtIter0Drc: 75
  drt-wirelength-per-cell_um: 11.6
clock_network:
  postCtsHoldBufs: 0
  clk_path_buf_depth: 2
  clock-sinks: 72
  cts_buffers: 9
  cts_resized: 0
  root_buffer: "clkbuf_8"
  cts_tree: "built"
  cts.clk_slew.worst_paths_ps: 70
  clk_latency_ps: 330
  post-cts-setup-buffers: 0
  htreeDepth: 3
power_and_ir_drop:
  power_mw: 1.01
  p_leak_nw: 1.90
  ir_drop_v: 0.000253
  power-per-cell-area_nw_per_um2: 240
placed_design:
  place_inst: 497
  place.gp.congestion: 0.812
  io_buffers: 135
  hpwl_um: 3840
  place_ws_ps: 2960
  place_area_um2: 4030
critical_path:
  critPathSlowestCell: "or4b_4"
  path_cells: "clkdlybuf4s50_1, nand2_4, or4b_4, mux2i_1"
  worstPathMaxFanout: 33
  worstPathArrival_ps: 2800
  setup.worst_path.class: "in -> reg"
  crit_family: "simple AND/OR/NAND/NOR gates"
  start_kind: "input port"
  required_ps: 6100
  end_kind: "register"
  max_stage_delay_ps: 780
  worst-path-buf-inv: 1
global_route:
  grtUsageTotal_pct: 20.0
  antenna_found_initial: 0
  grt_pass1_wl_um: 8520
  grt_overflow: 0
  first_global_vias: 1938
  grt_max_degree: 69
worst_hold_path:
  hold_class: "reg -> reg"
run_status:
  status: "complete, no violations"
## report_power, final
group	internal [mW]	leakage [nW]	switching (mW)
registers	0.513	0.589	0.0147
clock network	0.183	0.0886	0.159
logic	0.0949	1.23	0.0438
total	0.791	1.90	0.218
## cell type report
class	instances	area (um2)	share of cell area [%]
clock buffers	14	173	4.11
inverters	34	128	3.04
multi-input cells	184	1010	24.0
flip-flops and latches	72	1440	34.3
well taps	70	87.6	2.09
repair buffers	137	1360	32.4
## per-layer routing
layer	routed length (um)	global-route usage (%)
met1	2690	27.6
met2	2530	31.1
met5	0	0
met4	64	2.06
met3	617	9.25
## registers in the layout (all words and copies together) (netlist names)
register,flops
ARADDR,32
R_Data,32
RREADY,1
started,1
ARVALID,1
state,4
Reader_Run,1
## worst reg2reg max path, stage by stage (launching register included)
cell and delay [ps]:
dfxtp_1 500, nand2_4 100, or4b_4 780, mux2i_1 220
## kinds of logic after synthesis
logic type	share of synthesized area (%)
AND/OR/NAND/NOR	16.8
flip-flops	53.1
buffers and inverters	9.69
AND-OR/OR-AND	8.58
multiplexers	11.8
## cells in the mapped netlist
| cell type | count | area share [%] |
|---|---|---|
| a21bo_2 | 1 | 0.37 |
| a31o_2 | 2 | 0.65 |
| a32o_1 | 1 | 0.37 |
| a41o_1 | 1 | 0.37 |
| and2_1 | 1 | 0.23 |
| and2_2 | 1 | 0.28 |
| buf_12 | 3 | 2.2 |
| buf_6 | 2 | 0.83 |
| clkbuf_1 | 14 | 1.9 |
| dfxtp_1 | 72 | 53 |
| inv_1 | 34 | 4.7 |
| mux2i_1 | 32 | 12 |
| nand2_1 | 98 | 14 |
| nand2_4 | 1 | 0.42 |
| nand2b_1 | 3 | 0.69 |
| nand3_1 | 1 | 0.18 |
| nor2_1 | 5 | 0.69 |
| nor2b_1 | 1 | 0.23 |
| o21ai_0 | 24 | 4.4 |
| o21ai_1 | 8 | 1.5 |
| o221ai_1 | 1 | 0.32 |
| o31ai_1 | 1 | 0.28 |
| o41ai_1 | 1 | 0.32 |
| or4b_4 | 1 | 0.51 |
## worst paths after layout
path	start	slack, ps	to	depth (start not counted)
setup / recovery	RVALID	3300	R_Data[11]$_DFF_P_	4
hold / removal	ARADDR[29]$_DFF_P_	450	ARADDR[29]$_DFF_P_	2
hold reg to reg	ARADDR[29]$_DFF_P_	450	ARADDR[29]$_DFF_P_	2
setup reg to reg	started$_DFF_P_	4170	R_Data[11]$_DFF_P_	3
Power is estimated from default activity; no workload was simulated.
